==> flow/design.v <==
module digit(input	logic clk,
				 input	logic reset,
				 input  logic debounced,
				 input	logic [3:0] debouncedrow,
				 input	logic [3:0] debouncedcol,
				 output logic [3:0] rowleft, rowright, colleft, colright);
		typedef enum logic [1:0]  {NOUPDATE, UPDATE, FINISHEDUPDATE} statetype;
		statetype state, nextstate;
		logic [3:0] nextrowleft, nextrowright, nextcolleft, nextcolright;
		always_ff @(posedge clk) begin
			if (reset==0)	begin
				state <= NOUPDATE;
				rowleft <= 4'b0;
				rowright <= 4'b0;
				colleft <= 4'b0;
				colright <= 4'b0;
			end
			else			begin
				state <= nextstate;
				rowleft <= nextrowleft;
				rowright <= nextrowright;
				colleft <= nextcolleft;
				colright <= nextcolright;
			end
		end
		always_comb
			case (state)
				NOUPDATE:	if (debounced)				begin
														nextstate = UPDATE;
														nextrowleft = rowleft;
														nextcolleft = colleft;
														nextrowright = rowright;
														nextcolright = colright;
														end
							else						begin
														nextstate = state;
														nextrowleft = rowleft;
														nextcolleft = colleft;
														nextrowright = rowright;
														nextcolright = colright;
														end
				UPDATE: 								begin
														nextstate = FINISHEDUPDATE;
														nextrowleft = rowright;
														nextcolleft = colright;
														nextrowright = debouncedrow;
														nextcolright = debouncedcol;
														end
				FINISHEDUPDATE: if (~debounced)			begin
														nextstate = NOUPDATE;
														nextrowleft = rowleft;
														nextcolleft = colleft;
														nextrowright = rowright;
														nextcolright = colright;
														end
								else					begin
														nextstate = state;
														nextrowleft = rowleft;
														nextcolleft = colleft;
														nextrowright = rowright;
														nextcolright = colright;
														end
				default:								begin
														nextstate = state;
														nextrowleft = rowleft;
														nextcolleft = colleft;
														nextrowright = rowright;
														nextcolright = colright;
														end
			endcase
endmodule
==> flow/run.sh <==
#!/bin/bash
# OpenROAD 26Q1-2900-gdf79404cd8, Yosys 0.63+post, stock flow scripts
make -C /OpenROAD-flow-scripts/flow DESIGN_CONFIG=/design/flow/config.mk WORK_HOME=/design/flow/orfs finish
==> flow/config.mk <==
export PLATFORM = sky130hd
export DESIGN_NAME = digit
export DESIGN_NICKNAME = digit
export VERILOG_FILES = /design/flow/design.v
export SDC_FILE = /design/flow/constraint.sdc
export NUM_CORES = 4
export LEC_CHECK = 1
export CORE_AREA = 10 10 74 74
export DIE_AREA = 0 0 84 84
==> flow/constraint.sdc <==
current_design digit

set clk_period 1.8
set clk_io_pct 0.2

create_clock -name clk0 -period $clk_period [get_ports {clk}]

set non_clock_inputs [all_inputs -no_clocks]
set_input_delay [expr $clk_period * $clk_io_pct] -clock clk0 $non_clock_inputs
set_output_delay [expr $clk_period * $clk_io_pct] -clock clk0 [all_outputs]
==> results.sh <==
# flow metrics
export IMPL_status="complete, no violations"
export IMPL_cts_tree="built"
export IMPL_hold_viol_final=0
export IMPL_drt_wl_total_um=1520
export IMPL_drtIter0Drc=15
export IMPL_synth_edff_count=0
export IMPL_async_flop_share=0
export IMPL_antenna_cells=0
export IMPL_vias_per_cell=3.48
export IMPL_grt_remaining_overflow=0
export IMPL_required_ns=1.44
export IMPL_clk_pin_slew_worst_paths_ns=0.07
export IMPL_cpLargestDelayFamily="buffers and inverters"
export IMPL_ys_cells=59
export IMPL_vias=480
export IMPL_totalNegativeSetupSlack_ns=0
export IMPL_syn_avg_cell_area_um2=11.9
export IMPL_io_buffers=26
export IMPL_tightestPinTransition_ns=0.478
export IMPL_syn_inst=59
export IMPL_syn_area_um2=702
export IMPL_start_kind="flop"
export IMPL_slew_viol_final=0
export IMPL_clk_latency_ns=0.25
export IMPL_p_switching_uw=169
export IMPL_initCoreUtil=0.177
export IMPL_period_used=0.812
export IMPL_drive_gt1_frac=0.0682
export IMPL_yosysWarnings=1
export IMPL_criticalPathCategory="flop to primary output"
export IMPL_fillers=406
export IMPL_irDropWorstVdd_uv=218
export IMPL_cp_max_fo=3
export IMPL_drc=0
export IMPL_ys_flops=19
export IMPL_clock_sinks=19
export IMPL_root_buffer="clkbuf_8"
export IMPL_hp_class="flop to flop"
export IMPL_yosysUniqueCellTypes=10
export IMPL_grt_max_degree=20
export IMPL_syn_to_final_growth_pct=49.7
export IMPL_netlist_top_cell_by_area="dfxtp_1"
export IMPL_cts_resized=0
export IMPL_fp_dieH_um=84
export IMPL_ant_nets=0
export IMPL_skew_ns=0.00696
export IMPL_post_drt_wl_per_cell_um=11.0
export IMPL_numCtsBuffers=3
export IMPL_p_comb_frac=0.100
export IMPL_fmax_ghz=0.685
export IMPL_p_int_uw=646
export IMPL_place_congestion=0.685
export IMPL_tool_warnings=25
export IMPL_dieArea_mm2=0.00706
export IMPL_p_clk_frac=0.354
export IMPL_seqPwrFrac=0.546
export IMPL_worstPathArrival_ns=1.10
export IMPL_num_io_pins=27
export IMPL_timing_max_cap_violations=0
export IMPL_htreeDepth=1
export IMPL_fp_dieW_um=84
export IMPL_period_minus_slack_ns=1.46
export IMPL_power_static_leakage_uw=0.000359
export IMPL_yosysTopAreaCellShare=0.542
export IMPL_grt_pass1_vias=497
export IMPL_rows=23
export IMPL_core_mm2=0.00397
export IMPL_drtPass1Iterations=3
export IMPL_ff_type="dfxtp_1"
export IMPL_rsz0062_at_grt="false"
export IMPL_mi_logic_area_um2=287
export IMPL_place_hpwl_um=1210
export IMPL_holdBufCountCts=0
export IMPL_r2r_slack_ns=0.68
export IMPL_sw_frac_of_total=0.207
export IMPL_synth_seq_share=0.542
export IMPL_area_leaders="dfxtp_1 (54%), mux2i_1 (23%), nor2b_1 (15%)"
export IMPL_most_common_cell="dfxtp_1"
export IMPL_slowest_delay_ns=0.48
export IMPL_yosysChipArea_um2=702
export IMPL_cp_num_buf_inv=1
export IMPL_ys_top_cells_by_count="dfxtp_1 (19), nor2b_1 (17), mux2i_1 (16)"
export IMPL_timing_hold_ws_ns=0.503
export IMPL_grt_pass1_wl_um=2590
export IMPL_clk_path_buf_depth=2
export IMPL_fin_util=0.265
export IMPL_post_cts_buffers=0
export IMPL_slowest_stage="clkdlybuf4s50_1"
export IMPL_grt_total_usage=0.0426
export IMPL_relSlewSlack=0.680
export IMPL_finalSetupViolations=0
export IMPL_antenna_found_initial=0
export IMPL_crit_chain="clkdlybuf4s50_1"
export IMPL_regArea_um2=380
export IMPL_crit_path_end_kind="primary output"
export IMPL_powerDensity_mw_per_mm2=776
[cells in the final DEF, fill, tap and decap left out, drive strengths merged]
master         Yosys  final
a21oi              1      1
and3               1      1
buf                2      2
clkbuf             1      3
clkdlybuf4s50      0     26
clkinv             0      1
dfxtp             19     19
mux2i             16     16
nor2               1      1
nor2b             17     17
o21ai              1      1
[logic make-up after synthesis]
family / count (synthesis) / share of synthesized area
compound gates: 2 / 0.0142
flops: 19 / 0.542
buf+inv: 3 / 0.0499
simple gates: 19 / 0.166
mux: 16 / 0.228
[registers in the layout, summed over array words and instances (netlist names)]
register  count
colleft       4
colright      4
rowleft       4
rowright      4
state         3
[power by group through the flow]
| stage | registers, µW | clock network (µW) | logic (µW) |
|---|---|---|---|
| after CTS | 446 | 296 | 83.6 |
| after global routing | 448 | 322 | 90.4 |
| final | 445 | 288 | 81.6 |
[layer usage]
layer  share of wire  global-route usage
met5               0                   0
met4           0.011             0.00761
met3           0.071              0.0187
met2            0.46              0.0606
met1            0.46              0.0584
[stage by stage]
step,cell area (µm²),cells,setup slack (ns),total power (µW)
5_1_grt,1050,138,0.286,860
3_3_place_gp,1000,134,0.386,536
4_1_cts,1050,138,0.318,825
6_report,1050,138,0.339,815
2_1_floorplan,702,59,0.888,492
3_5_place_dp,1000,134,0.340,539
[layout make-up]
cell class                      instances  area share
Clock buffer                            3      0.0393
Tap cell                               50      0.0595
Multi-Input combinational cell         37       0.273
Timing Repair Buffer                   28       0.262
Clock inverter                          1     0.00476
Sequential cell                        19       0.362
[final timing paths]
kind,start,endpoint,cells after the start
worst min-delay path,state[0]$_DFF_P_,state[2]$_DFF_P_,1
worst max register to register,state[2]$_DFF_P_,colleft[0]$_SDFFE_PN0P_,3
worst max-delay path,colright[1]$_SDFFE_PN0P_,colright[1],1
worst min register to register,state[0]$_DFF_P_,state[2]$_DFF_P_,1
Power figures rest on the tool's default switching activity, not on a simulated workload.
