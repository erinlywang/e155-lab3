==> flow/design.v <==
module mpx( input	clk,
			input	reset,
			input	logic [3:0] in0,
			input	logic [3:0] in1,
			output	logic [3:0] switch,
			output	logic trans0,
			output	logic trans1);
	logic [23:0] counter;
	logic counter_output;
	always_ff @(posedge clk) begin
		if (reset==0)		begin
			counter <= 24'b0;
			counter_output <= 1'b0;
		end
		else if (counter == 24'd200000)	begin
			counter <= 24'b0;
			counter_output <= ~counter_output;
		end
		else				counter <= counter + 24'b1;
	end
	assign switch = counter_output ? in1:in0;
	assign trans0 =  counter_output;
	assign trans1 = ~counter_output;
endmodule
==> flow/run.sh <==
#!/bin/bash
# OpenROAD 26Q1-2900-gdf79404cd8, Yosys 0.63+post, stock flow scripts
make -C /OpenROAD-flow-scripts/flow DESIGN_CONFIG=/design/flow/config.mk WORK_HOME=/design/flow/orfs finish
==> flow/config.mk <==
export PLATFORM = sky130hd
export DESIGN_NAME = mpx
export DESIGN_NICKNAME = mpx
export VERILOG_FILES = /design/flow/design.v
export SDC_FILE = /design/flow/constraint.sdc
export NUM_CORES = 4
export LEC_CHECK = 1
export CORE_AREA = 10 10 110 110
export DIE_AREA = 0 0 120 120
==> flow/constraint.sdc <==
current_design mpx

set clk_period 3.8
set clk_io_pct 0.2

create_clock -name clk0 -period $clk_period [get_ports {clk}]

set non_clock_inputs [all_inputs -no_clocks]
set_input_delay [expr $clk_period * $clk_io_pct] -clock clk0 $non_clock_inputs
set_output_delay [expr $clk_period * $clk_io_pct] -clock clk0 [all_outputs]
==> flow_metrics.tcl <==
# flow metrics
set metrics [dict create \
    die_x_um 120 \
    edf_count 0 \
    r2r_slack_ns 1.56 \
    drv_cap 0 \
    max_freq_ghz 0.386 \
    top_cell "dfxtp_1" \
    antenna_found_initial 0 \
    p_per_area_nw_per_um2 281 \
    rsz0062_at_grt "false" \
    required_ns 3.04 \
    finalSetupViolations 0 \
    p_seq_share_pct 59.2 \
    power.leakage_nw 0.482 \
    cts_setup_buffers 0 \
    tightest_slew_ns 0.848 \
    yosys.area_share.aoi_pct 8.67 \
    synth_seq_share_pct 38.9 \
    cp.buffers_inverters 2 \
    common_cells "25 x dfxtp_1, 19 x nor2_1, 11 x inv_1, 11 x nand2_1, 10 x xnor2_1" \
    syn_inst 151 \
    finalHoldViolations 0 \
    relSlewSlack_pct 43.4 \
    tritoncts "yes" \
    grt_pass1_wl_um 4750 \
    p_int_mw 0.357 \
    crit_family "buffers and inverters" \
    synthMuxAreaShare_pct 4.28 \
    drtAntennaViolNets 0 \
    cp_common_cell "clkdlybuf4s50_1" \
    grt_max_degree 21 \
    globalRoute.totalOverflow 0 \
    largest_area_cell "dfxtp_1" \
    hold_path.startpoint "counter[17]" \
    cp.depth 3 \
    critPathMaxFanout 1 \
    clkPwrFrac_pct 34.2 \
    hold_buffers 0 \
    port_buffers 15 \
    syn_avg_cell_area_um2 8.51 \
    synth-main-ff-cell "dfxtp_1" \
    clock.latency.late_pin_ns 0.26 \
    nFillCells 1101 \
    ys_sh_simple_pct 31.7 \
    root_buffer "clkbuf_8" \
    pre_cts_slack_ns 1.20 \
    path_clk_slew_ns 0.09 \
    fp_util_pct 13.1 \
    cts_num_sinks 25 \
    swShare_pct 21.4 \
    post-route-period-util_pct 68.2 \
    drc 0 \
    critPathSlowestCell "clkdlybuf4s50_1" \
    postSynth.asyncResetShare_pct 0 \
    period_minus_slack_ns 2.59 \
    wire_per_inst_um 8.98 \
    fa_ha_area_share_pct 1.95 \
    ys_cells 151 \
    status "finished, final reports clean" \
    vdd_drop_max_mv 0.138 \
    end_kind "output port" \
    max_stage_delay_ns 0.41 \
    top_area_share_pct 38.9 \
    crit_type "input pin to output port" \
    tool_warnings 26 \
    viasPerCell 3.56 \
    worst-endpoint-arrival_ns 1.83 \
    yosys-top-cells-area "dfxtp_1 39%, xnor2_1 6.8%, nor2_1 5.6%, mux2_2 3.5%, or3_1 3.4%" \
    tns_ns 0 \
    syn_to_final_growth_pct 25.8 \
    die-area_um2 14400 \
    die-height_um 120 \
    first_pass_iters 4 \
    ys_area_um2 1280 \
    wl_um 2680 \
    n_antenna_cell 0 \
    dpl.hpwl_um 1980 \
    cts_resized 0 \
    power.switching_mw 0.0973 \
    crit_chain "clkdlybuf4s50_1 > mux2_2 > clkdlybuf4s50_1" \
    synth_cell_types 33 \
    synth-seq-cells 25 \
    synthesis.area_um2 1280 \
    start_kind "input pin" \
    worstHoldPathCells 2 \
    core_area_um2 9770 \
    setup_slack_ns 1.21 \
    p_comb_share_pct 6.6 \
    xor_area_share_pct 8.86 \
    comb_area_um2 713 \
    grt.total_usage_pct 3.78 \
    pin_count 16 \
    clock-skew-final_ns 0.00361 \
    grt_pass1_vias 962 \
    yosys_warnings 1 \
    r2r_cells 4 \
    clk_path_buf_depth 2 \
    reg2reg_to "counter[15]" \
    drv_slew 0 \
    hold_path.class "flop to flop" \
    r2r_start "counter[15]" \
    hold_end "counter[17]" \
    place_congestion 0.817 \
    cts_max_level 1 \
    drt_iter0_markers 81 \
    ff_latch_area_um2 500 \
    topCombFamilyByArea "simple AND/OR/NAND/NOR gates" \
    numCtsBuffers 3 \
    drive_above_1_share_pct 9.09 \
    num_vias 1060 \
    rows 36 \
]
-- placed cells by master (no fill, tap or decap), types with 3 or more instances in the layout --
cell,synthesis,routed
and3_1,3,3
or3_1,7,7
or4_1,4,4
mux2_2,4,4
o21ai_0,5,5
nand3_1,7,7
clkdlybuf4s50_1,0,15
xnor2_1,10,10
nor4_1,5,5
a21oi_1,6,6
dfxtp_1,25,25
o31ai_1,4,4
nor3_1,4,4
nor2_1,19,19
xor2_1,3,3
nand4_1,4,4
inv_1,11,11
nand2_1,11,11
clkbuf_8,0,3
-- how the worst max path moves through the flow --
stage,startpoint,end,slack [ns]
global route,in1[0],switch[0],1.16
finish,in1[0],switch[0],1.21
CTS,in1[0],switch[0],1.19
-- kinds of logic after synthesis --
kind of cell	after synthesis
compound gates	18
xor+xnor	13
fa+ha+maj	2
buf+inv	16
flops	25
mux	5
simple gates	72
-- routing by layer --
layer,part of all wire (%),global-route usage [%],vias up,wire length (um)
met5,0,0,-,0
met4,0,0.0754,0,0
met3,4.0,0.952,0,107
met2,43,5.74,12,1160
met1,53,5.59,485,1410
li1,-,-,563,-
-- power by group through the flow --
stage | logic, mW | clock network (mW) | registers, mW
4_1_cts | 0.0308 | 0.162 | 0.269
5_1_grt | 0.0345 | 0.174 | 0.270
6_report | 0.0300 | 0.156 | 0.269
-- tightest hold or removal path: stages, from the launching register on --
cell	delay, ns
dfxtp_1	0.35
nand2_1	0.07
o31ai_1	0.05
-- flip-flops by register name, summed over array words and instances, names as in the netlist --
name / count
counter_output: 1
counter: 24
-- per-stage QoR --
stage / hold WS [ns] / std cells / cell area [um2] / utilization, % / power (mW)
2_1_floorplan: 0.458 / 151 / 1280 / - / 0.289
6_report: 0.502 / 298 / 1620 / 16.5 / 0.455
5_1_grt: 0.529 / 298 / 1620 / 16.5 / 0.478
3_5_place_dp: 0.489 / 294 / 1570 / 16.1 / 0.306
4_1_cts: 0.503 / 298 / 1620 / 16.5 / 0.462
3_3_place_gp: 0.483 / 294 / 1570 / 16.1 / 0.305
-- layout make-up --
cell class	instances	area share, %
Multi-Input combinational cell	110	44.1
Sequential cell	25	31.0
Clock buffer	4	2.79
Inverter	11	2.55
Timing Repair Buffer	15	9.29
Tap cell	133	10.3
Power is estimated from default activity; no workload was simulated.
