==> flow/design.v <==
module debouncer(input	logic clk,
				 input	logic reset,
				 input	logic [3:0] row,
				 input	logic [3:0] col,
				 output logic [3:0] debouncedrow, debouncedcol,
				 output logic debounced);
	typedef enum logic [2:0]  {S0, S1, S2} statetype;
	statetype state, nextstate;
	logic [23:0] nextcounter, counter;
	logic [3:0] last_pressed_row, last_pressed_col, pressed_row, pressed_col;
	logic pressed, rowcheck, released;
	always_ff @(posedge clk) begin
		if (reset==0)	begin
			state <= S0;
			counter <= 24'b0;
			last_pressed_row <= 4'b0;
			last_pressed_col <= 4'b0;
		end
		else			begin
			state <= nextstate;
			counter <= nextcounter;
			last_pressed_row <= pressed_row;
			last_pressed_col <= pressed_col;
		end
	end
	always_comb
		case (state)
			S0:	if (pressed)				begin
											nextstate = S1;
											nextcounter = 24'b0;
											pressed_row = row;
											pressed_col = col;
											end
				else						begin
											nextstate = state;
											nextcounter = 24'b0;
											pressed_row = row;
											pressed_col = col;
											end
			S1: if (debounced)				begin
											nextstate = S2;
											nextcounter = counter;
											pressed_row = last_pressed_row;
											pressed_col = last_pressed_col;
											end
				else						begin
											nextstate = state;
											nextcounter = counter + 24'b1;
											pressed_row = last_pressed_row;
											pressed_col = last_pressed_col;
											end
			S2:	if (released) 				begin
											nextstate = S0;
											nextcounter = 24'b0;
											pressed_row = last_pressed_row;
											pressed_col = last_pressed_col;
											end
				else						begin
											nextstate = state;
											nextcounter = counter;
											pressed_row = last_pressed_row;
											pressed_col = last_pressed_col;
											end
			default:						begin
											nextstate = S0;
											nextcounter = 24'b0;
											pressed_row = 24'b0;
											pressed_col = 24'b0;
											end
		endcase
	assign debounced = (counter >= 24'd500000);
	assign pressed = |row;
	assign rowcheck = ((row & pressed_row) == last_pressed_row);
	assign released = (debounced & (~rowcheck));
	assign debouncedrow = pressed_row;
	assign debouncedcol = pressed_col;
endmodule
==> flow/run.sh <==
#!/bin/bash
# OpenROAD 26Q1-2900-gdf79404cd8, Yosys 0.63+post, stock flow scripts
make -C /OpenROAD-flow-scripts/flow DESIGN_CONFIG=/design/flow/config.mk WORK_HOME=/design/flow/orfs finish
==> flow/config.mk <==
export PLATFORM = sky130hd
export DESIGN_NAME = debouncer
export DESIGN_NICKNAME = debouncer
export VERILOG_FILES = /design/flow/design.v
export SDC_FILE = /design/flow/constraint.sdc
export NUM_CORES = 4
export LEC_CHECK = 1
export CORE_AREA = 10 10 113 113
export DIE_AREA = 0 0 123 123
==> flow/constraint.sdc <==
current_design debouncer

set clk_period 3.2
set clk_io_pct 0.2

create_clock -name clk0 -period $clk_period [get_ports {clk}]

set non_clock_inputs [all_inputs -no_clocks]
set_input_delay [expr $clk_period * $clk_io_pct] -clock clk0 $non_clock_inputs
set_output_delay [expr $clk_period * $clk_io_pct] -clock clk0 [all_outputs]
==> out/metrics.yaml <==
routing:
  wl_met1_mm: 2.34
  drc: 0
  routed_wl_mm: 4.77
  drtAntennaViolNets: 0
  route.met3.wl_um: 340
  wl_per_cell_um: 12.7
  drt-initial-drc-count: 161
  routed-wl-met2_mm: 2.06
  vias_per_cell: 4.74
  dr.pass1.iters: 4
  vias: 1772
  insertedDiodeCount: 0
  highest_layer: "met4"
min_path:
  min-delay-start: "counter[21]"
  hold_end: "counter[21]"
  hp-class: "reg2reg"
  min_path_cells: 1
final_timing:
  rsz0062_at_grt: "no"
  hold_viol_final: 0
  setup_viol: 0
  max_freq_mhz: 363
  slew_headroom_pct: 53.9
  skew_ns: 0.00310
  min_period_ns: 2.76
  drv_slew: 0
  tightest_slew_ns: 0.689
  min_period_over_period_pct: 86.2
  tns_ns: 0
synth:
  ys_cells: 224
  avgSynthCellArea_um2: 8.46
  adder_share_pct: 1.32
  synth-async-reset-ratio_pct: 0
  flop_cell: "dfxtp_1"
  top_area_cell: "dfxtp_1"
  xor_area_share_pct: 0
  synthSimpleGateAreaFrac_pct: 29.7
  edf_count: 0
  synth.distinct_cells: 51
  synth-seq-cells: 35
  syn_area_um2: 1890
  synth_cells: 224
  area_leaders: "dfxtp_1, nand3_1, a22o_1"
  synth.area.mux_share_pct: 0
  ys_seq_share_pct: 37.0
  yosys_area_um2: 1890
  yosysWarnings: 1
  ys_sh_aoi_pct: 25.5
  netlist.area_leader.share_pct: 37.0
  topCombFamilyByArea: "simple AND/OR/NAND/NOR gates"
global_route:
  groute.usage.overall_pct: 6.40
  grt_pass1_vias: 1700
  gr-total-overflow: 0
  grt_pass1_wl_mm: 8.20
  antenna_found_initial: 0
  grt_max_degree: 30
critical_path:
  crit_buf_inv: 1
  arrival_ns: 2.12
  r2r-start: "state[2]"
  worstPathRequired_ns: 2.56
  worst-path-max-fanout: 6
  start_kind: "register"
  r2r-end: "counter[16]"
  cp_slowest_cell: "clkdlybuf4s50_1"
  critPathTopFamily: "AND-OR/OR-AND gates"
  crit_type: "reg2out"
  ff2ff_setup_slack_ns: 0.91
  path_cells: "o31ai_1, a311o_1, nand2_1, clkdlybuf4s50_1"
  end_kind: "output pin"
  r2r.worst_path.cells: 5
  slowest_delay_ns: 0.46
clock_network:
  clk_pin_slew_ns: 0.07
  cts_buffers: 5
  clock_path_buffers: 2
  cts_tree: "built"
  h-tree-depth: 2
  hold_buffers: 0
  clkLatencyLatePin_ns: 0.29
  cts.repair.resized: 0
  post_cts_buffers: 0
  cts_num_sinks: 35
  clockRootBuffer: "clkbuf_8"
pwr:
  peakVddDrop_uv: 278
  combPwrFrac_pct: 7.7
  p_seq_share_pct: 45.1
  intPower_w: 0.000796
  finalPower_w: 0.00101
  p_leak_nw: 0.825
  p_sw_share_pct: 21.3
  power_switching_w: 0.000216
  clockPowerShare_pct: 47.2
  p_per_area_nw_per_um2: 434
finish:
  drive_gt1_share_pct: 9.66
  nFillCells: 1115
  most-common-layout-cells: "dfxtp_1, clkdlybuf4s50_1, nand3_1"
  final_cells: 374
  fin_util_pct: 22.6
  area_growth_pct: 23.1
  final_common_cell: "dfxtp_1"
die:
  initial_utilization_pct: 18.3
  die_x_um: 123
  core_um2: 10300
  io_pins: 19
  die-height_um: 123
  die_area_um2: 15100
  num_rows: 37
placed_design:
  dp.cells: 366
  io_buffers: 18
  hpwlAfterDp_mm: 3.34
  globalplace.congestion: 0.871
run:
  warning_count: 27
  maxCapViolCount: 0
status:
  outcome: "completed"
## cells by family after synthesis
logic type / Yosys count
AND/OR/NAND/NOR: 100
adder cells (fa/ha/maj): 2
buffers and inverters: 28
flip-flops: 35
AND-OR/OR-AND: 59
## synth_stat cells (5+ instances only)
library cell / count
a21oi_1: 7
a22o_1: 8
a311oi_1: 8
and2_1: 11
clkbuf_1: 10
dfxtp_1: 35
inv_1: 12
nand2_1: 16
nand3_1: 17
nor2_1: 9
nor2b_1: 5
nor3_1: 9
nor4_1: 10
## power groups by stage
stage	clock network, W	registers [W]	logic, W
CTS	0.000490	0.000456	0.0000795
global route	0.000514	0.000458	0.0000881
finish	0.000478	0.000456	0.0000784
## area by class of cell
cell class / count / area (µm²) / area share, %
repair buffers: 22 / 210 / 9.01
clock buffers: 5 / 68.8 / 2.95
inverters: 12 / 45.0 / 1.93
flip-flops and latches: 35 / 701 / 30.0
clock inverters: 3 / 67.6 / 2.90
well taps: 136 / 170 / 7.30
multi-input cells: 161 / 1070 / 45.9
## state kept, by name, summed over array words and instances (netlist names)
signal	flops
state	3
last_pressed_col	4
last_pressed_row	4
counter	24
## per-stage QoR
step / hold WS, ns / setup WS (ns) / cell area (µm²)
after floorplan: 0.467 / 0.993 / 1890
final: 0.493 / 0.443 / 2330
after global placement: 0.479 / 0.493 / 2200
after global routing: 0.516 / 0.315 / 2330
after CTS: 0.498 / 0.434 / 2330
after detailed placement: 0.483 / 0.438 / 2200
## metal layers
layer | global-route usage, % | vias up
li1 | - | 883
met1 | 8.97 | 832
met2 | 9.94 | 52
met3 | 2.17 | 5
met4 | 0.218 | 0
met5 | 0 | -
## worst max-delay path by stage
stage | start | to | cells after the start
final | counter[5] | debounced | 4
after global routing | counter[5] | debounced | 4
after CTS | counter[5] | debounced | 4
Power figures rest on the tool's default switching activity, not on a simulated workload.
